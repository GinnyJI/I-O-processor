**design.v**
```verilog
module hex_decode
(
	input [3:0] x,
	output [6:0] hex_LEDs
);
	assign hex_LEDs[0] = 	(~x[3] & ~x[2] & ~x[1] & x[0]) |
							(~x[3] & x[2] & ~x[1] & ~x[0]) |
							(x[3] & x[2] & ~x[1] & x[0]) |
							(x[3] & ~x[2] & x[1] & x[0]);
	assign hex_LEDs[1] = 	(~x[3] & x[2] & ~x[1] & x[0]) |
							(x[3] & x[1] & x[0]) |
							(x[3] & x[2] & ~x[0]) |
							(x[2] & x[1] & ~x[0]);
	assign hex_LEDs[2] = 	(x[3] & x[2] & ~x[0]) |
							(x[3] & x[2] & x[1]) |
							(~x[3] & ~x[2] & x[1] & ~x[0]);
	assign hex_LEDs[3] =	(~x[3] & ~x[2] & ~x[1] & x[0]) | 
							(~x[3] & x[2] & ~x[1] & ~x[0]) | 
							(x[2] & x[1] & x[0]) | 
							(x[3] & ~x[2] & x[1] & ~x[0]);
	assign hex_LEDs[4] = 	(~x[3] & x[0]) |
							(~x[3] & x[2] & ~x[1]) |
							(~x[2] & ~x[1] & x[0]);
	assign hex_LEDs[5] = 	(~x[3] & ~x[2] & x[0]) | 
							(~x[3] & ~x[2] & x[1]) | 
							(~x[3] & x[1] & x[0]) | 
							(x[3] & x[2] & ~x[1] & x[0]);
	assign hex_LEDs[6] = 	(~x[3] & ~x[2] & ~x[1]) | 
							(x[3] & x[2] & ~x[1] & ~x[0]) | 
							(~x[3] & x[2] & x[1] & x[0]);
endmodule
module quad_hex_decode
(
	input clk,
	input reset,
	input [15:0] writedata,
	input write,
	output [6:0] HEX0,
	output [6:0] HEX1,
	output [6:0] HEX2,
	output [6:0] HEX3
);
logic [15:0] in;
always_ff @ (posedge clk or posedge reset) begin
	if (reset) begin
		in <= '0;
	end
	else if (write) begin
		in <= writedata;
	end
end
hex_decode dec0(in[3:0], HEX0);
hex_decode dec1(in[7:4], HEX1);
hex_decode dec2(in[11:8], HEX2);
hex_decode dec3(in[15:12], HEX3);
endmodule
```
**run.sh**
```bash
#!/bin/bash
# OpenROAD 26Q1-2900-gdf79404cd8, Yosys 0.63+post, stock flow scripts
make -C /OpenROAD-flow-scripts/flow DESIGN_CONFIG=/design/flow/config.mk WORK_HOME=/design/flow/orfs finish
```
**config.mk**
```make
export PLATFORM = sky130hd
export DESIGN_NAME = quad_hex_decode
export DESIGN_NICKNAME = quad_hex_decode
export VERILOG_FILES = /design/flow/design.v
export SDC_FILE = /design/flow/constraint.sdc
export NUM_CORES = 4
export LEC_CHECK = 1
export CORE_AREA = 10 10 106 106
export DIE_AREA = 0 0 116 116
```
**constraint.sdc**
```tcl
current_design quad_hex_decode

set clk_period 1.9
set clk_io_pct 0.2

create_clock -name clk0 -period $clk_period [get_ports {clk}]

set non_clock_inputs [all_inputs -no_clocks]
set_input_delay [expr $clk_period * $clk_io_pct] -clock clk0 $non_clock_inputs
set_output_delay [expr $clk_period * $clk_io_pct] -clock clk0 [all_outputs]
```
==> flow_summary.yaml <==
# implementation run metrics
synthesis:
  synth.largest_area_cell: "sky130_fd_sc_hd__dfrtp_1"
  syn-instance-count: 167
  post-synth-top-area-fraction_pct: 28.80
  ys_seq_share_pct: 28.80
  yosys_register_bits: 16
  ys_area_sq_mm: 0.001390
  synth.cells.most_frequent: "17 x sky130_fd_sc_hd__o21ai_1, 16 x sky130_fd_sc_hd__dfrtp_1, 13 x sky130_fd_sc_hd__nand2_1"
  synth_cell_types: 35
  syn_area_sq_mm: 0.001390
  enable_flop_cells: 0
  ys.flop_type: "sky130_fd_sc_hd__dfrtp_1"
  synth-warning-count: 1
  asr_flop_ratio_synth_pct: 100.0
  largest_cells_by_area_after_synthesis: "sky130_fd_sc_hd__dfrtp_1 29%, sky130_fd_sc_hd__mux2_2 7.3%, sky130_fd_sc_hd__o21ai_1 6.1%"
  syn_avg_cell_area_sq_um: 8.324
  yosys_cells: 167
  top_cell: "sky130_fd_sc_hd__o21ai_1"
worst_setup_path:
  worst_setup_sp_type: "flop"
  cp-end-kind: "output pin"
  cp_max_fo: 6
  worstRegToRegCells: 4
  crit_start: "in[5]$_DFFE_PP0P_"
  worstPathArrival_ns: 1.54
  critPathCapture: "HEX1[6]"
  critical_path.reg2reg.startpoint: "in[14]$_DFFE_PP0P_"
  cp_data_required_time_ns: 1.52
  worst-r2r-setup-slack_ns: 0.73
  timing.setup.critical_path_class: "flop to output pin"
  capture_point_of_the_worst_reg_to_reg_path: "in[14]$_DFFE_PP0P_"
grt:
  first_global_vias: 1460
  grt_first_pass_wirelength_microns: 7003
  initial_antenna_violation_count: 0
  grt_start_max_net_pins: 20
  grt_use_total_pct: 6.209
  globalRoute.totalOverflow: 0
flow_run:
  tool_warnings: 27
  timing.max_cap.violations: 0
clocking:
  post_cts_hold_fix_buffer_tally: 0
  htree_num_levels: 1
  clockBufferDepth: 2
  tritoncts_clock_tree: "done"
  clkTransAtPathRegs_ns: 0.06
  clock_tree_root: "sky130_fd_sc_hd__clkbuf_8"
  clkSinkCount: 16
  insertion_delay_ns: 0.24
  cts_buffers: 3
drt:
  route.antenna.remaining_nets: 0
  detail_route.first_pass.iterations: 4
  num_antenna_cells: 0
  drc_errors: 0
  viasPerCell: 4.245
  routed_length_per_placed_instance_microns: 12.35
  drt_total_wl_microns: 4594
  num_vias: 1579
  first_iteration_detailed_routing_drc_count: 15
final_timing:
  finalClockPeriodUsage_pct: 101.3
  timing.slew.headroom_pct: 82.90
  slew_viol_final: 0
  fin_skew_ns: 0
  setup-violations-final: 3
  grt_setup_unrepaired: "true"
  tightestPinTransition_ns: 0.2565
  timing_hold_violations_final: 0
  worst_hold_slack_ns: 0.4505
  max_clk_rate_mhz: 519.7
  layout_setup_ws_ns: -0.02422
  fin_crit_period_ns: 1.924
final_layout:
  areaGrowthSynthToFinish_pct: 83.35
  instances_no_fill: 372
  finished_cell_area_sq_mm: 0.002549
  largest-register: "in"
  nFillCells: 909
  layout_top_registers: "in: 16 flops"
  largest_reg_flops: 16
  final_layout_size_suffix_gt1_share_pct: 50.38
floorplan:
  num_rows: 34
  io_pins: 47
  design.die.area_sq_mm: 0.01346
  height_of_the_die_microns: 116
  fp_util_pct: 15.71
  die-width_microns: 116
  placeableCoreArea_sq_mm: 0.008848
worst_hold_path:
  timing.hold.worst.class: "input pin to asynchronous set/reset pin"
outcome:
  violations_in_the_final_reports: "negative setup slack"
  outcome: "complete, but fails checks"
place:
  placed_area_sq_mm: 0.002078
  post-place-ws_ns: -0.03981
  io_buffers: 46
  hpwlAfterDp_microns: 3103
  gp_congestion: 0.7772
  placed_cells_incl_taps: 329
power_and_ir_drop:
  power_leakage_nw: 1.152
  total_power_w: 0.001427
  power.density_mw_per_mm2: 560.0
  max-vdd-ir-drop_mv: 0.2736
-- logic make-up (layout without fill, tap and decap cells) --
| group | after synthesis | in the layout | share of synthesized area, % |
|---|---|---|---|
| flip-flops | 16 | 16 | 28.80 |
| AND/OR/NAND/NOR | 55 | 55 | 24.03 |
| XOR/XNOR | 4 | 4 | 2.521 |
| buffers and inverters | 23 | 120 | 9.630 |
| AND-OR/OR-AND | 51 | 51 | 20.79 |
| multiplexers | 18 | 18 | 14.22 |
-- critical path, stage by stage (launching register included) --
cell and delay [ns]:
sky130_fd_sc_hd__dfrtp_2 0.44, sky130_fd_sc_hd__buf_4 0.15, sky130_fd_sc_hd__nor2_2 0.09, sky130_fd_sc_hd__a31oi_1 0.09, sky130_fd_sc_hd__nand2_1 0.07, sky130_fd_sc_hd__clkdlybuf4s50_1 0.47
-- what timing repair did --
action	CTS	global route
setup endpoints to repair	28	18
pin swaps	4	14
buffers inserted	21	20
resized	77	56
-- routing by layer --
| metal | wire length [microns] | vias to the layer above | global-route usage [%] |
|---|---|---|---|
| met4 | 0 | 0 | 0.2502 |
| met5 | 0 | - | 0 |
| met3 | 189 | 0 | 1.675 |
| met1 | 2142 | 748 | 7.985 |
| met2 | 2262 | 25 | 10.73 |
| li1 | - | 806 | - |
-- report_power, final --
| part | internal [W] | leakage [nW] | switching (W) |
|---|---|---|---|
| registers | 0.000380 | 0.175 | 0.0000701 |
| logic | 0.000458 | 0.956 | 0.000271 |
| clock network | 0.000140 | 0.0216 | 0.000108 |
| total | 0.000978 | 1.15 | 0.000449 |
-- layout by cell type (no fill, tap or decap), types with 5 or more instances in the layout --
master and n:
sky130_fd_sc_hd__nand2b_1 6, sky130_fd_sc_hd__mux2_1 5, sky130_fd_sc_hd__dfrtp_2 13, sky130_fd_sc_hd__nand2_1 12, sky130_fd_sc_hd__nor3b_4 5, sky130_fd_sc_hd__buf_2 7, sky130_fd_sc_hd__o21ai_1 18, sky130_fd_sc_hd__a21oi_1 8
sky130_fd_sc_hd__mux2_2 9, sky130_fd_sc_hd__a31oi_1 7, sky130_fd_sc_hd__buf_4 48, sky130_fd_sc_hd__buf_6 17, sky130_fd_sc_hd__clkbuf_2 8, sky130_fd_sc_hd__dlygate4sd2_1 9, sky130_fd_sc_hd__clkdlybuf4s50_1 19
-- worst min path at each step --
stage | from | end | slack [ns] | depth (start not counted)
after CTS | reset | in[12]$_DFFE_PP0P_ | 0.46 | 3
after global routing | reset | in[8]$_DFFE_PP0P_ | 0.47 | 3
final | reset | in[13]$_DFFE_PP0P_ | 0.45 | 3
-- metrics by stage --
step	util, %	setup TNS [ns]
after floorplan	-	0
after global placement	23.49	-0.04075
after detailed placement	23.49	-0.09766
after CTS	26.50	-0.3812
after global routing	28.80	-0.5371
final	28.80	-0.03144
-- area by class of cell --
class,instances,area (sq um),share of cell area [%]
repair buffers,112,950.9,37.31
flip-flops and latches,16,416.7,16.35
well taps,108,135.1,5.302
clock buffers,3,41.29,1.620
multi-input cells,128,985.9,38.68
inverters,5,18.77,0.7364
Power figures rest on the tool's default switching activity, not on a simulated workload.
